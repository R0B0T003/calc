### /design/flow/run.sh
#!/bin/bash
# OpenROAD 26Q1-2900-gdf79404cd8, Yosys 0.63+post, stock flow scripts
make -C /OpenROAD-flow-scripts/flow DESIGN_CONFIG=/design/flow/config.mk WORK_HOME=/design/flow/orfs finish
### /design/flow/config.mk
export PLATFORM = sky130hd
export DESIGN_NAME = calculator
export DESIGN_NICKNAME = calculator
export VERILOG_FILES = /design/flow/design.v
export SDC_FILE = /design/flow/constraint.sdc
export NUM_CORES = 4
export LEC_CHECK = 1
export CORE_AREA = 10 10 93 93
export DIE_AREA = 0 0 103 103
### /design/flow/constraint.sdc
current_design calculator

set clk_period 5.4
set clk_io_pct 0.2

create_clock -name clk0 -period $clk_period

set non_clock_inputs [all_inputs -no_clocks]
set_input_delay [expr $clk_period * $clk_io_pct] -clock clk0 $non_clock_inputs
set_output_delay [expr $clk_period * $clk_io_pct] -clock clk0 [all_outputs]
### /design/flow/design.v
module binary_to_bcd_converter(in, clr, unit, ten, hun, thos);
	input [7:0] in ;
	input clr;
	output reg [3:0] unit, ten, hun, thos;
	reg [7:0] bcd;
	reg [3:0] thous, huns, tens, units;
	always @(in, clr)
	begin
		if(clr == 1)
		begin
		thos <= 4'b0000;
		hun <= 4'b0000;
		ten <= 4'b0000;
		unit <= 4'b0000;
		end
		else
		begin
		bcd = in;
		thos = bcd/1000;
		bcd = bcd%1000;
		thous = thos;
		hun = bcd/100;
		bcd = bcd%100;
		huns = hun;
		ten = bcd/10;
		bcd = bcd%10;
		tens = ten;
		unit = bcd;
		units = unit;
		end
	end
endmodule 
module calculator (in, seg1, seg2, seg3, seg4, plus, minus, equal, clk);
input [7:0] in;
input plus, equal, clk, minus; 
reg clr, add, sub, operation;
wire [7:0] seg_in; 
reg [7:0] seg_display, result;
output [6:0] seg1, seg2, seg3, seg4;
nbitflipflop nff (in, , operation, seg_in);
seven_seg sg(seg_display, clr, seg1, seg2, seg3, seg4);
always @(clk)
begin
	if(plus == 0) operation = plus;
	else if(minus == 0) operation = minus;
	else operation = 1'b1;
end
always @(in, plus, minus, equal)
begin
	if(plus == 0)
	begin
		clr <= 1'b1;
		add = 1'b1;
	end
	else if (minus == 0)
	begin
		clr <= 1'b1;
		sub = 1'b1;
	end
	else
	begin
		clr <= 1'b0;
		if(equal == 0)
		begin
			if(add == 1)
			begin
				result = in + seg_in;
				add = 0;
			end
			else if(sub == 1)
			begin
				result = seg_in - in;
				sub = 0;
			end
			else
			begin
			result = 0;
			end
			seg_display = result;
		end
		else
		seg_display = in;
	end
end
endmodule 
module dflipflop(d, clr, clk, q);
input d;
output reg q;
input clr, clk;
always @(negedge clk, posedge clr)
begin
	if (clr == 1)
	begin
		q <= 0;
	end
	else 
	begin
		q <= d;
	end
end
endmodule
module nbitflipflop(d, clr, clk, q);
input [7 : 0] d;
output [7 : 0] q;
input clr, clk;
genvar i;
generate for(i = 0; i < 8; i = i+1)
begin: f_loop
	dflipflop dff (d[i], clr, clk, q[i]);
end
endgenerate
endmodule 
module seven_seg(in, clr, seg1, seg2, seg3, seg4);
	input [7:0] in;
	input clr;
	output reg [6:0] seg1, seg2, seg3, seg4;
	wire [3:0] thos, huns, tens, unit;
	binary_to_bcd_converter bcd1(in, clr, unit, tens, huns, thos);
	always @(in, clr)
	begin
	case(thos)
		4'b0000 : seg4 = 7'b1000000;  
		4'b0001 : seg4 = 7'b1111001;  
		4'b0010 : seg4 = 7'b0100100;  
		4'b0011 : seg4 = 7'b0110000;  
		4'b0100 : seg4 = 7'b0011001;  
		4'b0101 : seg4 = 7'b0010010;  
		4'b0110 : seg4 = 7'b0000010;  
		4'b0111 : seg4 = 7'b1111000;  
		4'b1000 : seg4 = 7'b0000000;  
		4'b1001 : seg4 = 7'b0010000;  
		4'b1010 : seg4 = 7'b0001000;  
		4'b1011 : seg4 = 7'b0000011;  
		4'b1100 : seg4 = 7'b1000110;  
		4'b1101 : seg4 = 7'b0100001;  
		4'b1110 : seg4 = 7'b0000110;  
		4'b1111 : seg4 = 7'b0001110;  
		default : seg4 = 7'b1000000;
	endcase
	case(huns)
		4'b0000 : seg3 = 7'b1000000;  
		4'b0001 : seg3 = 7'b1111001;  
		4'b0010 : seg3 = 7'b0100100;  
		4'b0011 : seg3 = 7'b0110000;  
		4'b0100 : seg3 = 7'b0011001;  
		4'b0101 : seg3 = 7'b0010010;  
		4'b0110 : seg3 = 7'b0000010;  
		4'b0111 : seg3 = 7'b1111000;  
		4'b1000 : seg3 = 7'b0000000;  
		4'b1001 : seg3 = 7'b0010000;  
		4'b1010 : seg3 = 7'b0001000;  
		4'b1011 : seg3 = 7'b0000011;  
		4'b1100 : seg3 = 7'b1000110;  
		4'b1101 : seg3 = 7'b0100001;  
		4'b1110 : seg3 = 7'b0000110;  
		4'b1111 : seg3 = 7'b0001110;  
		default: seg3 = 7'b1000000;
	endcase		
	case(tens)
		4'b0000 : seg2 = 7'b1000000;  
		4'b0001 : seg2 = 7'b1111001;  
		4'b0010 : seg2 = 7'b0100100;  
		4'b0011 : seg2 = 7'b0110000;  
		4'b0100 : seg2 = 7'b0011001;  
		4'b0101 : seg2 = 7'b0010010;  
		4'b0110 : seg2 = 7'b0000010;  
		4'b0111 : seg2 = 7'b1111000;  
		4'b1000 : seg2 = 7'b0000000;  
		4'b1001 : seg2 = 7'b0010000;  
		4'b1010 : seg2 = 7'b0001000;  
		4'b1011 : seg2 = 7'b0000011;  
		4'b1100 : seg2 = 7'b1000110;  
		4'b1101 : seg2 = 7'b0100001;  
		4'b1110 : seg2 = 7'b0000110;  
		4'b1111 : seg2 = 7'b0001110;  
		default: seg2 = 7'b1000000;
	endcase		
	case(unit)
		4'b0000 : seg1 = 7'b1000000;  
		4'b0001 : seg1 = 7'b1111001;  
		4'b0010 : seg1 = 7'b0100100;  
		4'b0011 : seg1 = 7'b0110000;  
		4'b0100 : seg1 = 7'b0011001;  
		4'b0101 : seg1 = 7'b0010010;  
		4'b0110 : seg1 = 7'b0000010;  
		4'b0111 : seg1 = 7'b1111000;  
		4'b1000 : seg1 = 7'b0000000;  
		4'b1001 : seg1 = 7'b0010000;  
		4'b1010 : seg1 = 7'b0001000;  
		4'b1011 : seg1 = 7'b0000011;  
		4'b1100 : seg1 = 7'b1000110;  
		4'b1101 : seg1 = 7'b0100001;  
		4'b1110 : seg1 = 7'b0000110;  
		4'b1111 : seg1 = 7'b0001110;  
		default: seg1 = 7'b1000000;
	endcase
	end
endmodule 
==> ci_impl_report.md <==
## Implementation flow summary

| Metric | Value |
|---|---|
| Outcome | `finished, final reports clean` |
| Count leader, synth | `nand2_1` |
| Fmax | `214 MHz` |
| Share of layout cells above drive strength 1 | `6.47%` |
| Synthesized area | `2090 sq um` |
| Cts repair resizes | `0` |
| Hold_buf cts | `0` |
| Cell area power density | `122 nW/um^2` |
| Slowest Stage Delay on Critical Path | `0.53 ns` |
| Worst Path Required | `4.32 ns` |
| Post-synthesis cell type count | `73` |
| Hold Crit Start | `minus` |
| Ys async rst share | `0%` |
| Chip Area, Yosys | `2090 sq um` |
| Post-DRT Antenna Nets | `0` |
| Peak supply drop | `0.0456 mV` |
| Die Wd | `103 um` |
| Most frequent cells after synthesis | `nand2_1 (29), nor2_1 (22), o21ai_0 (18)` |
| Number of enable flip-flop cells | `0` |
| Worst Path Max Fanout | `16` |
| Synthesized flop and latch total | `10` |
| First-pass GRT wire length | `9030 um` |
| Number of setup buffers added after CTS | `0` |
| Final WL | `5270 um` |
| CP endpoint kind | `output port` |
| Minimum clock period | `4.67 ns` |
| Area share, top type | `9.58%` |
| Worst slew pin tran | `0.768 ns` |
| Iter 0 DRT Violations | `179` |
| # diodes | `0` |
| Crit-path cells | `clkdlybuf4s50_1 -> inv_1 -> nor2_1 -> buf_4 -> o21ai_0 -> inv_1 -> ha_1 -> mux2i_1 -> o21ai_0 -> clkdlybuf4s50_1` |
| Endpoints left unconstrained | `10` |
| Detailed Place HPWL | `4280 um` |
| Post-layout period usage | `86.5%` |
| Syn Inst Count | `293` |
| Chip area | `10600 sq um` |
| # Cells Yosys | `293` |
| Die height | `103 um` |
| Synth Flop Type | `dlxtn_1` |
| Final Max Slew Viols | `0` |
| Vias in the first global route | `1954` |
| Initial antenna violation count | `0` |
| Critical-path top delay cell | `clkdlybuf4s50_1` |
| Core area | `6760 sq um` |
| Final hold vios | `0` |
| Initial core utilization | `30.9%` |
| Critical Path Source Type | `primary input` |
| Area leader, netlist | `ha_1` |
| Worst hold slack | `3.42 ns` |
| Row count | `30` |
| Total GRT Usage | `9.99%` |
| Hold Path Sink | `seg1[4]` |
| Crit path DAT | `3.59 ns` |
| RSZ-0062 raised after global routing | `false` |
| I/O pins | `40` |
| Register pins left without a clock | `10` |
| DR WL/cell | `13.6 um` |
| Largest net degree at the start of global routing | `17` |
| Leak | `0.986 nW` |
| Top cells, area | `ha_1 (9.6%), dlxtn_1 (7.2%), nand2_1 (5.2%)` |
| DRC viols | `0` |
| Top cell family by delay on the critical path | `buffers and inverters` |
| Crit path buffers/inverters | `5` |
| GP Congestion | `0.888` |
| Via count | `2087` |
| Worst hold path depth | `7` |
| Relative slew slack | `48.7%` |
| Number of synthesis warnings | `7` |
| DR pass1 iterations | `5` |
| DR vias/cell | `5.37` |
| Setup CP Type | `primary input to output port` |
| HP Class | `primary input to output port` |
| Avg Cell Area, Syn | `7.14 sq um` |
| Port bufs | `31` |
| Final setup fails | `0` |
| Layout area overhead | `14.2%` |
| Setup Total Neg Slack | `0 ns` |
| Total gr overflow | `0` |
| Max-cap violations | `0` |
| Count of tool warnings | `44` |
[metal layers]
| layer | up-vias | track usage, % | share of wire (%) |
|---|---|---|---|
| met2 | 52 | 17.1 | 45 |
| li1 | 1108 | - | - |
| met1 | 922 | 13.9 | 50 |
| met5 | - | 0 | 0 |
| met3 | 5 | 0.812 | 4.2 |
| met4 | 0 | 0.856 | 0.82 |
[worst max path at each step]
stage / from / end / slack [ns] / cells after the start
global route: plus / seg2[6] / 0.47 / 10
finish: plus / seg2[6] / 0.73 / 10
CTS: plus / seg2[3] / 0.71 / 9
[logic make-up after synthesis]
kind of cell,after synthesis,share of synthesized area [%]
muxes,11,5.92
adders and majority gates,16,9.58
AOI/OAI and AO/OA,95,34.7
buffers and inverters,37,9.69
other,2,0.359
xor gates and xnor gates,6,2.51
and+or+nand+nor,116,30.1
latches,10,7.18
[per-stage QoR]
stage | std cells | total power, mW | util, % | area [sq um] | worst slack, ns
after global placement | 389 | 0.290 | 35.4 | 2390 | 0.725
after CTS | 389 | 0.294 | 35.4 | 2390 | 0.705
after floorplan | 299 | 0.213 | - | 2110 | 1.52
after detailed placement | 389 | 0.292 | 35.4 | 2390 | 0.732
final | 389 | 0.291 | 35.4 | 2390 | 0.729
after global routing | 389 | 0.326 | 35.4 | 2390 | 0.474
[placed cells by master (no fill, tap or decap), types with 4 or more instances in the layout]
cell / instances
o21a_1: 5
nor3_1: 14
ha_1: 16
nand2_1: 29
nor2_1: 22
o31ai_1: 8
xnor2_1: 4
a31oi_1: 5
dlxtn_1: 10
inv_1: 13
nand3_1: 9
or3_1: 4
mux2i_1: 9
nor3b_1: 5
a21oi_1: 12
conb_1: 8
o21ai_0: 18
and2_1: 7
a21o_1: 6
clkdlybuf4s50_1: 31
[state kept, by name, summed over array words and instances (netlist names)]
signal,count
add,1
seg_display,8
sub,1
[report_power, final]
part	switching, mW	leakage, nW	internal, mW
logic	0.145	0.906	0.131
registers	0.00868	0.0806	0.00678
clock network	0	0	0
total	0.154	0.986	0.137
[layout make-up]
class / instances / area (sq um)
well taps: 80 / 100
repair buffers: 33 / 325
fillers: 728 / 4370
inverters: 14 / 52.6
flip-flops and latches: 10 / 150
multi-input cells: 252 / 1760
Power is estimated from default activity; no workload was simulated.
